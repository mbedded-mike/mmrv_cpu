==> design.v <==
typedef enum logic[6:0]
{
    LUI = 7'b0110111,
    AUIPC = 7'b0010111,
    JAL = 7'b1101111,
    JALR = 7'b1100111,
    BRANCH = 7'b1100011 
} opcode_t  ;
typedef struct packed 
{
    logic [24:0]    body;
    opcode_t        opcode;
} any_type_instr_t;
typedef struct packed 
{
    logic [19:0]    imm;
    logic [4:0]     rd;
    opcode_t        opcode;
} u_type_instr_t;
typedef struct packed 
{
    logic [11:0]    imm;
    logic [4:0]     rs1;
    logic [2:0]     funct3;
    logic [4:0]     rd;
    opcode_t        opcode;
} i_type_instr_t;
typedef struct packed
{   
    logic [6:0]     imm_pt2;
    logic [4:0]     rs2;
    logic [4:0]     rs1;
    logic [2:0]     funct3;
    logic [4:0]     imm_pt1;
    opcode_t        opcode;
} b_type_instr_t;
typedef union packed
{
    logic [31:0]        word;
    any_type_instr_t    any;
    u_type_instr_t      utype;
    i_type_instr_t      itype;
    b_type_instr_t      btype;
} instr_t;
typedef struct packed
{
    logic       pc_in_sel;
    logic [1:0] rd_in_sel;
    logic [2:0] alu_sel;
    logic       rs1_sel;
    logic       rs2_sel;
    logic       regfile_we;
} decoder_ctl_signals_t;
typedef enum logic [2:0]
{
    ADD = 0,
    SUB = 1,
    XOR = 2,
    OR  = 3,
    AND = 4,
    LSR = 5,
    LSL = 6
} alu_op_t  ;
typedef struct packed 
{
    logic zero;
    logic sign;
    logic overflow;
} alu_flags_t  ;
typedef enum logic [2:0]
{
    BEQ = 3'b000,
    BNE = 3'b001,
    BLT = 3'b100,
    BGE = 3'b101,
    BLTU = 3'b110,
    BGEU = 3'b111
} branch_t;
module sp_ram
(
    input clk,
    input ce,                            
    input [31:0] data_in,   
    input [31:0] address,   
    output reg [31:0] data_out,  
    input data_le                       
);
    reg [7:0] data[31:0];
    assign data_out = { 
        data[address    ], 
        data[address + 1], 
        data[address + 2], 
        data[address + 3]
    };
    always @(posedge clk)
    begin
        if (ce && data_le)
        begin
            data[address    ] <= data_in[31:24];
            data[address + 1] <= data_in[23:16];
            data[address + 2] <= data_in[15: 8];
            data[address + 3] <= data_in[7 : 0];
        end
    end
endmodule
==> run.sh <==
#!/bin/bash
# OpenROAD 26Q1-2900-gdf79404cd8, Yosys 0.63+post, stock flow scripts
make -C /OpenROAD-flow-scripts/flow DESIGN_CONFIG=/design/flow/config.mk WORK_HOME=/design/flow/orfs finish
==> config.mk <==
export PLATFORM = sky130hd
export DESIGN_NAME = sp_ram
export DESIGN_NICKNAME = sp_ram
export VERILOG_FILES = /design/flow/design.v
export SDC_FILE = /design/flow/constraint.sdc
export NUM_CORES = 4
export LEC_CHECK = 1
export CORE_UTILIZATION = 50
==> constraint.sdc <==
current_design sp_ram

set clk_period 11.9
set clk_io_pct 0.2

create_clock -name clk0 -period $clk_period [get_ports {clk}]

set non_clock_inputs [all_inputs -no_clocks]
set_input_delay [expr $clk_period * $clk_io_pct] -clock clk0 $non_clock_inputs
set_output_delay [expr $clk_period * $clk_io_pct] -clock clk0 [all_outputs]
==> reports/qor.txt <==
Mapped Avg Cell Area - 9.672 µm²
Post-synth EDFFs - 256
yosys cell count - 2664
asr flop ratio synth - 0
Worst Hold Class - in2reg
# fillers - 4199
DRC marker count from the first detailed-route iteration - 3966
VDD IR max - 129.2 µV
Root Buffer - clkbuf_16
Worst-path clk slew - 60 ps
Post-Synthesis Cells - 2664
antenna violations before repair - 11
post-synthesis instance area - 25770 µm²
Hold Path Cell Cnt - 4
vias per inst - 8.073
floorplan row count - 82
fin crit share - 0.8149
vias in the first global route - 25040
Main synth FF type - edfxtp_1
CP arrival - 7320 ps
Routability Congestion - 1.202
post-synthesis sequential area ratio - 0.2983
setup TNS - 0 ps
Core Box Area - 50480 µm²
first-pass iteration count of the detailed router - 9
startpoint types - input pin
Worst-Margin Slew - 1137 ps
Die Y - 229.0 µm
layout cells sized above 1 - 0.1990
postcts setup bufs - 0
max reg flops - 256
Setup Crit Path Kind - in2out
H-tree depth - 1
CTS Buffer Depth - 3
Pleak - 9.484 nW
port bufs - 71
largest net degree at the start of global routing - 103
most common logic cell in the routed design - nand2_1
Max Fclk - 103.1 MHz
area growth from synthesis to layout - 8.954%
WL per Instance - 42.77 µm
max-cap violations - 0
crit path max fanout - 48
Worst Setup End Kind - primary output
tool warning count - 62
run status - finished, final reports clean
clock sink total - 256
RSZ-0062 raised after global routing - false
final setup fails - 0
Horiz. Die Dim - 229.0 µm
YS chip area - 25770 µm²
number of gates resized after CTS - 0
biggest regs - data: 256 flops
global-route wire length before repair - 194.5 mm
Via Count - 26642
Yosys warnings - 2
Reg with most FFs - data
post-route DRC violation count - 0
Yosys cell types - 84
full die area - 52450 µm²
Hold EP - data[0][5]
final hold violations - 0
Final Hold Slack - 2627 ps
Crit path required time - 9520 ps
Hold Crit Start - data_in[13]
grt ovf - 0
total track usage - 0.5726
Tmin final - 9698 ps
top logic cells by instance count in the layout - nand2_1 (371), edfxtp_1 (256), nor2_1 (208), o31ai_1 (195), mux4_2 (195)
Tot Pwr - 0.002979 W
CTS tree - built
fp util - 0.5105
HPWL Detailed - 95.63 mm
final wirelength - 141.2 mm
cts bufs inserted - 30
pwr dens - 106.1 nW/µm²
CTS Hold Buffers Added - 0
Max Slew Vio Count - 0
IO Pins - 99
slew margin rel. - 0.2364
Antenna Violating Nets Remaining - 0
Synth Register Bits - 256
==> critical path, cell delays in order <==
cell and delay, ps:
buf_4 540, buf_4 670, ha_1 750, xnor2_2 370, buf_4 350, nand3_2 250
nand2_1 450, a221oi_1 630, o211ai_1 350, clkdlybuf4s50_1 490
==> synth_stat cells (91+ instances only) <==
cell,instances,area share
a211oi_1,98,0.029
a221oi_1,103,0.035
and3_1,95,0.023
buf_2,98,0.019
clkbuf_1,166,0.024
edfxtp_1,256,0.30
mux2i_1,133,0.052
mux4_2,195,0.17
nand2_1,371,0.054
nor2_1,209,0.030
o21ai_0,91,0.018
o31ai_1,196,0.057
==> worst max-delay path by stage <==
stage                      start           end  slack, ps  cells after the start
final                 address[1]  data_out[21]       2200                     10
after global routing  address[1]  data_out[21]       2250                     10
after CTS             address[1]  data_out[21]       2510                     10
==> logic make-up (layout without fill, tap and decap cells) <==
| family | after synthesis | in the layout | synth area share |
|---|---|---|---|
| other | 0 | 15 | 0 |
| AND-OR/OR-AND | 746 | 746 | 0.2122 |
| multiplexers | 398 | 398 | 0.2527 |
| adder cells (fa/ha/maj) | 8 | 8 | 0.003885 |
| XOR/XNOR | 14 | 14 | 0.007672 |
| AND/OR/NAND/NOR | 910 | 910 | 0.1684 |
| buffers and inverters | 332 | 281 | 0.05676 |
| flip-flops | 256 | 256 | 0.2983 |
==> report_power, final <==
group / internal (W) / total [W] / leakage, nW / switching [W]
logic: 0.000312 / 0.000889 / 6.65 / 0.000577
registers: 0.00103 / 0.00107 / 2.31 / 0.0000388
clock network: 0.000602 / 0.00102 / 0.524 / 0.000419
total: 0.00194 / 0.00298 / 9.48 / 0.00104
==> layer usage <==
| layer | share of wire | global-route usage |
|---|---|---|
| met5 | 0.0082 | 0.1921 |
| met4 | 0.083 | 0.3165 |
| met3 | 0.21 | 0.4742 |
| met2 | 0.38 | 0.7142 |
| met1 | 0.31 | 0.6684 |
==> cell type report <==
type,count,area (µm²),area share
multi-input cells,2076,16720,0.5956
repair buffers,194,1619,0.05767
flip-flops and latches,256,7687,0.2738
well taps,672,840.8,0.02995
inverters,32,120.1,0.004278
diodes,15,37.54,0.001337
clock inverters,21,262.8,0.009359
clock buffers,34,787.0,0.02803
==> stage by stage <==
stage | utilization | cell area [µm²] | instances | setup WS [ps]
6_report | 0.5562 | 28070 | 3300 | 2202
5_1_grt | 0.5555 | 28040 | 3287 | 2249
4_1_cts | 0.5554 | 28040 | 3285 | 2509
3_5_place_dp | 0.5346 | 26990 | 3230 | 2511
3_3_place_gp | 0.5346 | 26990 | 3230 | 2514
2_1_floorplan | - | 25770 | 2664 | 4245
Power and IR drop assume default switching activity.
